### flow/run.sh
#!/bin/bash
# OpenROAD 26Q1-2900-gdf79404cd8, Yosys 0.63+post, stock flow scripts
make -C /OpenROAD-flow-scripts/flow DESIGN_CONFIG=/design/flow/config.mk WORK_HOME=/design/flow/orfs finish
### flow/config.mk
export PLATFORM = sky130hd
export DESIGN_NAME = booth
export DESIGN_NICKNAME = booth
export VERILOG_FILES = /design/flow/design.v
export SDC_FILE = /design/flow/constraint.sdc
export NUM_CORES = 4
export LEC_CHECK = 1
export CORE_UTILIZATION = 40
### flow/constraint.sdc
current_design booth

set clk_period 10.9
set clk_io_pct 0.2

create_clock -name clk0 -period $clk_period [get_ports {clk}]

set non_clock_inputs [all_inputs -no_clocks]
set_input_delay [expr $clk_period * $clk_io_pct] -clock clk0 $non_clock_inputs
set_output_delay [expr $clk_period * $clk_io_pct] -clock clk0 [all_outputs]
### flow/design.v
module booth (
    input clk,
    input rst,
    input start,
    input [7:0] A,
    input [7:0] B,
    output done,
    output [15:0] outR
);
    wire loadA;
    wire loadB;
    wire loadR;
    wire clearA;
    wire clearB;
    wire clearR;
    wire shiftA;
    wire cntE;
    wire loadC;
    wire clearC;
    wire [1:0] cntOut;
    datapath dp(
        .clk(clk),
        .rst(rst),
        .loadA(loadA),
        .loadB(loadB),
        .loadR(loadR),
        .clearA(clearA),
        .clearB(clearB),
        .clearR(clearR),
        .shiftA(shiftA),
        .cntE(cntE),
        .loadC(loadC),
        .clearC(clearC),
        .inA(A),
        .inB(B),
        .cntOut(cntOut),
        .outR(outR)
    );
    controller cnt(
        .clk(clk),
        .rst(rst),
        .start(start),
        .cntOut(cntOut),
        .loadA(loadA),
        .loadB(loadB),
        .loadR(loadR),
        .clearA(clearA),
        .shiftA(shiftA),
        .clearB(clearB),
        .clearR(clearR),
        .cntE(cntE),
        .loadC(loadC),
        .clearC(clearC),
        .done(done)
    );
endmodule
module controller (
    input clk,
    input rst,
    input start,
    input [1:0] cntOut,
    output reg loadA,
    output reg loadB,
    output reg loadR,
    output reg clearA,
    output reg shiftA,
    output reg clearB,
    output reg clearR,
    output reg cntE,
    output reg loadC,
    output reg clearC,
    output reg done
);
    reg [1:0] ps;
    reg [1:0] ns;
    always @(ps) begin
        {loadA, loadB, loadR, clearA, clearB, clearR,
         shiftA, cntE, loadC, clearC, done} <= 0;
        case (ps)
            2'b00 : begin
            end 
            2'b01 : begin
                loadA <= 1'b1;
                loadB <= 1'b1;
                clearR <= 1'b1;
                loadC <= 1'b1;
            end
            2'b10 : begin
                cntE <= 1'b1;
                loadR <= 1'b1;
                shiftA <= 1'b1;
            end
            2'b11 : begin
                done <= 1'b1;
            end
        endcase
    end
    always @(ps, start, cntOut) begin
        case (ps)
            2'b00 : begin
                ns = (start == 1'b1) ? 2'b01 : 2'b00;
            end 
            2'b01 : begin
                ns = (start == 1'b0) ? 2'b10 : 2'b01 ;
            end
            2'b10 : begin
                ns = (cntOut == 2'b11) ? 2'b11 : 2'b10;
            end
            2'b11 : begin
                ns = 2'b00;
            end
        endcase
    end
    always @(posedge clk or posedge rst) begin
        if(rst)
            ps = 2'b00;
        else 
            ps = ns;
    end
endmodule
module counter #(parameter size = 2) (
    input clk,
    input rst,
    input cntE,
    input load,
    input clear,
    input [size-1 : 0] dataIn,
    output reg [size-1 : 0] dataOut
);
    always @(posedge clk, posedge rst) begin
        if(rst)
            dataOut <= {(size){1'b0}};
        else if(clear)
            dataOut <= {(size){1'b0}};
        else if(load)
            dataOut <= dataIn;
        else if(cntE)
            dataOut <= dataOut + 1;
        else
            dataOut <= dataOut;
    end
endmodule
module datapath (
    input clk,
    input rst,
    input loadA,
    input loadB,
    input loadR,
    input clearA,
    input clearB,
    input clearR,
    input shiftA,
    input cntE,
    input loadC,
    input clearC,
    input [7:0] inA,
    input [7:0] inB,
    output [1:0] cntOut,
    output [15:0] outR
);
    wire [2:0] sel;
    wire [7:0] outB;
    wire [7:0] _outB;
    wire [8:0] outA;
    wire [15:0] inR;
    wire [15:0] variantB;
    wire [15:0] shiftedVariantB;
    shift2_register #(
        .size(9)
    ) regA (
        .clk(clk),
        .rst(rst),
        .load(loadA),
        .clear(clearA),
        .shift(shiftA),
        .dataIn({inA, 1'b0}),
        .dataOut(outA)
    );
    register #(
        .size(8)
    ) regB (
        .clk(clk),
        .rst(rst),
        .load(loadB),
        .clear(clearB),
        .dataIn(inB),
        .dataOut(outB)
    );
    encoder enc(
        .block(outA[2:0]),
        .sel(sel)
    );
    register #(
        .size(16)
    ) resReg (
        .clk(clk),
        .rst(rst),
        .load(loadR),
        .clear(clearR),
        .dataIn(inR),
        .dataOut(outR)
    );
    assign _outB = ~outB + 1;
    assign variantB = (sel == 3'b000) ? 16'b0 : 
                      (sel == 3'b001) ? {{(8){outB[7]}}, outB} : 
                      (sel == 3'b010) ? {{(7){outB[7]}}, outB, 1'b0} :
                      (sel == 3'b011) ? {{(8){_outB[7]}}, _outB} :
                      {{(7){_outB[7]}}, _outB, 1'b0};
    counter #(
        .size(2)
    ) counter1 (
        .clk(clk),
        .rst(rst),
        .cntE(cntE),
        .load(loadC),
        .clear(clearC),
        .dataIn(2'b00),
        .dataOut(cntOut)
    );
    assign shiftedVariantB = (cntOut == 2'b00) ? variantB : 
                             (cntOut == 2'b01) ? {variantB[13:0], 2'b0} : 
                             (cntOut == 2'b10) ? {variantB[11:0], 4'b0} : 
                             {variantB[9:0], 6'b0};
    assign inR = outR + shiftedVariantB;
endmodule
module encoder (
    input [2:0] block,
    output [2:0] sel
);
    assign sel = (block == 3'b000) ? 3'b000:
                 (block == 3'b001) ? 3'b001:
                 (block == 3'b010) ? 3'b001:
                 (block == 3'b011) ? 3'b010:
                 (block == 3'b100) ? 3'b100:
                 (block == 3'b101) ? 3'b011:
                 (block == 3'b110) ? 3'b011:
                 3'b000;
endmodule
module register #( parameter size = 8) (
    input clk,
    input rst,
    input load,
    input clear,
    input [size-1 : 0] dataIn,
    output reg [size-1 : 0] dataOut
);
    always @ (posedge clk, posedge rst) begin
        if(rst)
            dataOut = {(size){1'b0}};
        else if(clear)
            dataOut = {(size){1'b0}};
        else if(load)
            dataOut = dataIn;
    end
endmodule
module shift2_register #( parameter size = 8) (
    input clk,
    input rst,
    input load,
    input clear,
    input shift,
    input [size-1 : 0] dataIn,
    output reg [size-1 : 0] dataOut
);
    always @ (posedge clk, posedge rst) begin 
        if(rst)
            dataOut = {(size){1'b0}};
        else if(clear)
            dataOut = {(size){1'b0}};
        else if(shift)
            dataOut = {2'b0, dataOut[size-1 : 2]};
        else if(load)
            dataOut = dataIn;
    end
endmodule
==> metrics.yaml <==
first_pass_iters: 4
warnings: 29
grt_max_degree: 40
status: "finished clean"
grt_pass1_wl_um: 12300
grt_pass1_vias: 2545
post-route-min-period_ns: 4.33
ys_ff: 39
syn_area_mm2: 0.00314
p_seq_share_pct: 23.8
maxCapViolations: 0
hold_path.class: "reg -> reg"
whs_ns: 0.468
first_iter_violations: 216
cts.reportedPaths.clkPinSlew_ns: 0.08
hold_violations: 0
avgSynthCellArea_um2: 8.56
dp_hpwl_um: 5030
cts_tree: "yes"
yosysWarnings: 5
synthArstFlopShare_pct: 100
ys_area_mm2: 0.00314
initial_core_util_pct: 42.4
overflow: 0
clkPwrFrac_pct: 8.2
timing.fmax_mhz: 231
cts_buffers: 5
synth_dominant_cell_count: "dfrtp_1"
fin_crit_sh_pct: 39.7
ys_seq_share_pct: 31.1
yosysUniqueCellTypes: 56
htree_levels: 2
combPwrFrac_pct: 68.0
power.leakage_nw: 1.53
core-area_mm2: 0.00741
gp_congestion: 0.865
netlist_instances: 367
flop_cell: "dfrtp_1"
synth-edff-count: 0
setup_viol: 0
topCellsByArea: "dfrtp_1 (30%), ha_1 (8.4%), o21ai_0 (5.7%)"
worst_slew_pin_slew_ns: 0.855
ir_drop_mv: 0.129
via_per_inst: 5.52
diodes: 0
drc: 0
critical_path_required_ns: 11.13
finalSetupTns_ns: 0
p_int_mw: 0.636
swShare_pct: 48.5
switching_power_mw: 0.600
fin_worst_skew_ns: 0.00465
layout-drive-gt1-share_pct: 6.62
powerDensity_mw_per_mm2: 340
clock_sinks: 39
gr-usage-all-layers_pct: 18.5
clk_latency_ns: 0.30
worstSetupEndpointType: "register"
ios: 36
synth_top_area_share_pct: 30.3
n_fill_cell: 684
die_x_um: 90.6
common_cells: "dfrtp_1 (38), o21ai_0 (36), nand2_1 (32), nor2_1 (32)"
max_slew_margin_pct: 43.0
root_buffer: "clkbuf_8"
cts_resized: 0
grt_antenna_before_repair: 0
cts_setup_buffers: 0
area_growth_pct: 15.7
wl_um: 6990
crit_arrival_ns: 4.56
drtAntennaViolNets: 0
slew_violations: 0
yosysCellCount: 367
portBuffers: 35
die_y_um: 90.6
start_kind: "register"
cts.hold.buffers_added: 0
setup.worst_path.class: "reg -> reg"
chip_area_mm2: 0.00821
rows: 31
wl_per_cell_um: 14.2
clock_path_buffers: 2
rsz0062_at_grt: "false"
top_area_cell: "dfrtp_1"
critPathMaxFanout: 30
vias: 2717
==> layer usage <==
metal	track usage (%)	vias to the layer above	wire length [um]
met4	1.48	0	68
li1	-	1397	-
met1	30.7	1257	3510
met3	2.14	5	302
met5	0	-	0
met2	27.5	58	3110
==> power by group through the flow <==
| stage | clock [mW] | sequential [mW] | combinational (mW) |
|---|---|---|---|
| after CTS | 0.105 | 0.295 | 0.842 |
| after global routing | 0.111 | 0.308 | 0.956 |
| final | 0.102 | 0.294 | 0.841 |
==> cell families (layout without fill, tap and decap cells) <==
group                    after synthesis  in the layout  share of synthesized area, %
AND-OR/OR-AND                        119            119                          24.6
flip-flops                            39             39                          31.1
AND/OR/NAND/NOR                      108            108                          17.1
XOR/XNOR                              16             16                          4.46
buffers and inverters                 38             64                          5.10
multiplexers                          25             25                          8.64
adder cells (fa/ha/maj)               22             22                          9.00
==> sequential cells by signal (all words and copies together) (netlist names) <==
signal	count
dp.regA.dataOut	9
cnt.ps	4
dp.resReg.dataOut	16
dp.counter1.dataOut	2
dp.regB.dataOut	8
==> through the flow <==
stage	cells	util (%)	setup WS, ns	total power [mW]	cell area, um^2
after floorplan	367	-	7.14	0.933	3140
final	492	49.1	6.57	1.24	3630
after CTS	492	49.1	6.59	1.24	3630
after global routing	492	49.1	6.15	1.38	3630
after detailed placement	484	47.9	6.63	1.13	3550
after global placement	484	47.9	6.70	1.13	3550
==> path summary, 6_finish.rpt <==
check	end	cells after the start	from	slack, ns
worst min-delay path	cnt.ps[0]	1	cnt.ps[3]	0.47
worst min register to register	cnt.ps[0]	1	cnt.ps[3]	0.47
worst max register to register	dp.resReg.dataOut[15]	13	dp.regA.dataOut[1]	6.57
max in group asynchronous	cnt.ps[0]	3	rst	8.24
min in group asynchronous	dp.regA.dataOut[8]	3	rst	2.29
worst max-delay path	dp.resReg.dataOut[15]	13	dp.regA.dataOut[1]	6.57
==> layout by cell type, fill, tap and decap left out, types with 3 or more instances in the layout <==
cell and instances:
a21o_1 8, ha_1 21, a221oi_1 5, mux2_2 7
xor2_1 5, inv_1 18, buf_4 3, dfrtp_1 38
o221ai_1 4, a31oi_1 4, a211oi_1 8, and2_1 4
and3_1 3, nand3_1 4, mux2i_1 17, o21ai_1 3
nand2_1 32, o21a_1 3, a21oi_1 21, nor3_1 5
a22o_1 3, clkbuf_8 5, a32oi_1 4, clkdlybuf4s50_1 35
nand2b_1 8, o21ai_0 36, nand3b_1 7, nor2_1 32
xnor2_1 11
==> worst max-delay path: stages (launching register included) <==
cell	delay [ns]
dfrtp_1	0.91
inv_1	0.21
and2_1	0.21
mux4_2	0.52
a211oi_1	0.26
a211o_1	0.12
o21ai_0	0.09
ha_1	0.39
o211ai_1	0.14
a21boi_0	0.42
a211oi_1	0.17
or4_1	0.51
a21o_1	0.19
a21oi_1	0.12
==> cell type report <==
type                    count  area (um^2)  area share [%]
multi-input cells         290         2000            55.1
flip-flops and latches     39          977            26.9
repair buffers             38          373            10.3
well taps                  99          124            3.41
clock buffers               5         68.8            1.89
inverters                  18         67.6            1.86
clock inverters             3         20.0           0.551
Power is estimated from default activity; no workload was simulated.
